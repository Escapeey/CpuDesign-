--- design/flow/config.mk ---
export PLATFORM = sky130hd
export DESIGN_NAME = MyRAM
export DESIGN_NICKNAME = MyRAM
export VERILOG_FILES = /design/flow/design.v
export SDC_FILE = /design/flow/constraint.sdc
export NUM_CORES = 4
export LEC_CHECK = 1
export CORE_UTILIZATION = 40
--- design/flow/constraint.sdc ---
current_design MyRAM

set clk_period 3.1
set clk_io_pct 0.2

create_clock -name clk0 -period $clk_period [get_ports {clk}]

set non_clock_inputs [all_inputs -no_clocks]
set_input_delay [expr $clk_period * $clk_io_pct] -clock clk0 $non_clock_inputs
set_output_delay [expr $clk_period * $clk_io_pct] -clock clk0 [all_outputs]
--- design/flow/design.v ---
`timescale 1ns / 1ps
module MyRAM (
    input wire clk, ram_we, 
    input wire [3:0] addr_ins, addr_data, 
    input wire [7:0] dataIn, 
    output wire [7:0] mdr_ins, mdr_data
);
    reg [7:0] ram [15:0];
    assign mdr_data = ram[addr_data];
    initial begin
        ram[0] = 8'b0000_0000;    
        ram[1] = 8'b0001_0000;    
        ram[2] = 8'b0010_0000;    
        ram[3] = 8'b0011_0000;    
        ram[4] = 8'b0100_0000;    
        ram[5] = 8'b0101_0000;    
        ram[6] = 8'b0110_0000;    
        ram[7] = 8'b0111_0000;    
        ram[8] = 8'b1000_0001;    
        ram[9] = 8'b1001_0000;    
        ram[0] = 8'b0111_1001;    
        ram[1] = 8'b0101_1010;    
        ram[2] = 8'b0110_1010;    
        ram[3] = 8'b0111_1001;    
        ram[4] = 8'b0101_1011;    
        ram[5] = 8'b1001_0011;    
        ram[6] = 8'b0110_1001;    
        ram[7] = 8'b1000_0001;    
        ram[8] = 8'b0100_0000;    
        ram[9]  = 8'b0000_0011;   
        ram[10] = 8'b0000_0000;   
        ram[11] = 8'b1111_1111;   
    end
    assign mdr_ins = ram[addr_ins];
    always@ (negedge clk) begin
        if(ram_we == 1)
            ram[addr_data] = dataIn;
    end
endmodule
--- design/flow/run.sh ---
#!/bin/bash
# OpenROAD 26Q1-2900-gdf79404cd8, Yosys 0.63+post, stock flow scripts
make -C /OpenROAD-flow-scripts/flow DESIGN_CONFIG=/design/flow/config.mk WORK_HOME=/design/flow/orfs finish
==> run summary <==
Critical Path AT = 3.41 ns
Area reported by Yosys stat = 5860 sq um
Leakage = 3.27 nW
Chip area = 15100 sq um
CTS buffer count = 17
Commonest Layout Cell = inv_1
Post-Syn Area = 5860 sq um
Number of DRC markers in iteration 0 = 190
Hold buffer count at CTS = 0
Final ANT Viol Nets = 0
Htree depth = 4
Core area = 14100 sq um
Net Sw Frac = 26.2%
Reg power frac = 40.0%
Initial antenna violation count = 0
Max-slew headroom = 18.1%
P_int = 3.64 mW
Tool Warnings = 156
Pin count of the biggest net entering global routing = 29
Ys flops = 128
P per Cell Area = 594 nW/um^2
Hold crit path type = in2out
Peak supply drop = 0.000392 V
Worst Max-Slew Pin Slew = 1.22 ns
Root Driver = clkbuf_16
Non-Filler Instances = 706
Worst hold stages = 7
# DRC = 0
Mean area per synthesized cell = 20.0 sq um
DP Cell Count = 546
Num Clock Sinks = 128
Unrepaired setup endpoints after global routing = yes
Die X = 123 um
Max-cap viol count = 0
Worst Path Required = 2.48 ns
Area delta synth->final = 41.3%
Dominant logic cell types in the final layout = 132 x inv_1, 128 x edfxtp_1, 64 x mux4_2, 40 x buf_4, 26 x a22oi_2
Worst Setup End Kind = output port
Switching Power = 1.29 mW
Failing checks = negative setup slack
Vias in the first global route = 4454
Status = finished, violations left
DR vias/cell = 5.30
Total GRT Usage = 23.8%
# setup viols final = 16
Final Hold Viols = 0
Final Wtd Congestion = 0.814
Max reg flops = 128
Synth Seq Share = 65.6%
Ant diodes = 0
Max FO, Critical Path = 2
Synth warn = 1
Worst-path clk slew = 0.03 ns
Final WL = 15000 um
IO Count = 34
Drt wl/cell = 21.2 um
CTS tree = done
Tot Pwr = 4.92 mW
DIE HEIGHT = 123 um
DR vias = 3743
Clock buffer depth = 2
Layout fillers = 1028
Site row count = 43
CP startpoint kind = flip-flop
Global-route wire length before repair = 23200 um
First-pass iteration count of the detailed router = 4
Ys cells = 293
Port-buffer cells = 33
Final WS setup = -0.926 ns
Kind of critical path = reg2out
Post-detail-place hpwl = 9660 um
Layout cells sized above 1 = 43.0%
Fin. max-slew vios = 0
Hold endpoint = mdr_data[0]
Syn Inst Count = 293
Combinational power share = 8.9%
GRT overflow = 0
Critical hold path startpoint = addr_data[2]
Cell Type Count = 19
Clock Power Share = 51.1%
FP Core Util = 41.6%
[per-stage QoR]
stage / worst slack (ns) / hold WS, ns / util (%) / TNS (ns) / cell area (sq um)
final: -0.926 / 1.99 / 58.8 / -13.03 / 8280
after global routing: -1.00 / 2.06 / 58.8 / -14.18 / 8280
after CTS: -0.953 / 2.01 / 58.7 / -13.46 / 8270
after detailed placement: -0.814 / 2.38 / 50.8 / -86.36 / 7170
after global placement: -0.827 / 2.40 / 50.8 / -84.95 / 7170
after floorplan: -0.185 / 1.50 / - / -10.42 / 6050
[cell type report]
cell class	instances	area, sq um	share of cell area (%)
Timing Repair Buffer	96	967	11.7
Tap cell	180	225	2.72
Sequential cell	128	3840	46.4
Clock inverter	142	626	7.55
Clock buffer	17	425	5.14
Multi-Input combinational cell	143	2200	26.5
[cell families (layout without fill, tap and decap cells)]
group                  Yosys count  count (layout)  share of synthesized area, %
AND/OR/NAND/NOR                 47              47                          3.67
AND-OR/OR-AND                   32              32                          4.10
flip-flops                     128             128                          65.6
buffers and inverters           22             255                          2.07
multiplexers                    64              64                          24.6
[worst max path at each step]
stage / from / end / cells past startpoint
CTS: ram[11][2] / mdr_data[2] / 5
global route: ram[7][4] / mdr_ins[4] / 5
finish: ram[11][2] / mdr_data[2] / 5
[timing repair]
| action | CTS | global route |
|---|---|---|
| endpoints found under the setup margin | 144 | 29 |
| pin swaps | 27 | 16 |
| resized | 78 | 9 |
| buffers inserted | 2 | 0 |
[cell usage after synthesis]
cell | instances | area, sq um
a22oi_1 | 32 | 240
and2_1 | 2 | 12.5
buf_1 | 8 | 30.0
buf_2 | 3 | 15.0
buf_4 | 1 | 7.51
buf_6 | 4 | 45.0
clkbuf_1 | 4 | 15.0
clkbuf_2 | 1 | 5.00
edfxtp_1 | 128 | 3840
inv_1 | 1 | 3.75
mux4_2 | 64 | 1440
nand2_1 | 17 | 63.8
nand2b_1 | 2 | 12.5
nand3_1 | 1 | 5.00
nand3b_1 | 2 | 15.0
nor2_1 | 14 | 52.6
nor2b_1 | 4 | 25.0
nor3_1 | 4 | 20.0
or3b_2 | 1 | 8.76
[worst max-delay path: stages, from the launching register on]
cell	delay [ns]
edfxtp_1	0.40
buf_4	0.15
mux4_2	0.47
a22oi_2	0.19
nand2_2	0.09
buf_2	0.13
[metal layers]
metal | vias up | part of all wire [%] | GRT usage [%]
li1 | 1716 | - | -
met4 | 0 | 1.8 | 7.98
met3 | 19 | 13 | 16.8
met1 | 1799 | 37 | 29.4
met2 | 209 | 48 | 34.3
met5 | - | 0 | 0
[power groups by stage]
stage	Combinational [mW]	Clock, mW	Sequential, mW
after CTS	0.437	2.58	1.97
after global routing	0.465	2.80	1.97
final	0.436	2.52	1.97
Power and IR drop assume default switching activity.
